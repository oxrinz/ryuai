$ cat design/flow/config.mk
export PLATFORM = sky130hd
export DESIGN_NAME = Binary_To_7Segment
export DESIGN_NICKNAME = Binary_To_7Segment
export VERILOG_FILES = /design/flow/design.v
export SDC_FILE = /design/flow/constraint.sdc
export NUM_CORES = 4
export LEC_CHECK = 1
export CORE_AREA = 10 10 70 70
export DIE_AREA = 0 0 80 80
$ cat design/flow/constraint.sdc
current_design Binary_To_7Segment

set clk_period 1.0
set clk_io_pct 0.2

create_clock -name clk0 -period $clk_period [get_ports {i_Clk}]

set non_clock_inputs [all_inputs -no_clocks]
set_input_delay [expr $clk_period * $clk_io_pct] -clock clk0 $non_clock_inputs
set_output_delay [expr $clk_period * $clk_io_pct] -clock clk0 [all_outputs]
$ cat design/flow/design.v
module Binary_To_7Segment (
    input        i_Clk,
    input  [3:0] i_Binary_Num,
    output       o_Segment_A,
    output       o_Segment_B,
    output       o_Segment_C,
    output       o_Segment_D,
    output       o_Segment_E,
    output       o_Segment_F,
    output       o_Segment_G
);
  reg [6:0] r_Hex_Encoding = 7'h00;
  always @(posedge i_Clk) begin
    case (i_Binary_Num)
      4'b0000: r_Hex_Encoding <= 7'b1111110;
      4'b0001: r_Hex_Encoding <= 7'b0110000;
      4'b0010: r_Hex_Encoding <= 7'b1101101;
      4'b0011: r_Hex_Encoding <= 7'b1111001;
      4'b0100: r_Hex_Encoding <= 7'b0110011;
      4'b0101: r_Hex_Encoding <= 7'b1011011;
      4'b0110: r_Hex_Encoding <= 7'b1011111;
      4'b0111: r_Hex_Encoding <= 7'b1110000;
      4'b1000: r_Hex_Encoding <= 7'b1111111;
      4'b1001: r_Hex_Encoding <= 7'b1111011;
      default: r_Hex_Encoding <= 7'b0000000; 
    endcase
  end
  assign o_Segment_A = r_Hex_Encoding[6];
  assign o_Segment_B = r_Hex_Encoding[5];
  assign o_Segment_C = r_Hex_Encoding[4];
  assign o_Segment_D = r_Hex_Encoding[3];
  assign o_Segment_E = r_Hex_Encoding[2];
  assign o_Segment_F = r_Hex_Encoding[1];
  assign o_Segment_G = r_Hex_Encoding[0];
endmodule
$ cat design/flow/run.sh
#!/bin/bash
# OpenROAD 26Q1-2900-gdf79404cd8, Yosys 0.63+post, stock flow scripts
make -C /OpenROAD-flow-scripts/flow DESIGN_CONFIG=/design/flow/config.mk WORK_HOME=/design/flow/orfs finish
==> results.ini <==
[yosys]
mux_area_share_pct=2.79
xor_area_share_pct=2.44
topCellsByArea=dfxtp_1, ha_1, o22ai_1, buf_6, inv_1
yosysCellCount=35
syn_inst=35
ys_ff=7
ys_sh_aoi_pct=17.4
synthAdderAreaFrac_pct=20.9
synth_area_sq_um=359
top_logic_kind=adder cells
top_area_cell=dfxtp_1
ys_types=14
ys_warn_count=1
simple_gate_area_share_pct=5.92
top_area_share_pct=39.0
ys_area_sq_um=359
ys_seq_share_pct=39.0
syn_area_per_cell_sq_um=10.3

[die]
chipWidth_microns=80
core_area_sq_um=3420
die_h_microns=80
rows=21
initCoreUtil_pct=10.5
io_pins=12
dieArea_sq_um=6400

[layout]
drive_gt1_share_pct=35.2
fill_cells=389
largest_reg_flops=7
top_register=r_Hex_Encoding
final_core_util_pct=17.2
syn_to_final_growth_pct=63.4
largest_registers=r_Hex_Encoding (7)

[grt]
grt_pass1_wl_microns=1170
grt_max_degree=11
grt_pass1_vias=278
grt_use_total_pct=2.18
antenna_found_initial=0
overflow=0

[final_timing]
rsz0062_at_grt=false
tightestPinTransition_ps=134
slew_violations=0
fin_crit_sh_pct=97.5
whs_ps=522
finalSetupViolCount=0
timing.fmax_ghz=1.03
hold_viol=0
layout_setup_ws_ps=24.7
slew_headroom_pct=90.8
period_minus_slack_ps=975

[critical_path]
cp_slowest_stage_delay_ps=480
worstPathRequired_ps=1140
crit_family=buffers and inverters
critPathBufInv=2
path_cells=clkdlybuf4s50_1 -> buf_6 -> mux2i_1 -> o22ai_1
setup.worst_path.class=primary input to flop
cp_slowest_cell=clkdlybuf4s50_1
worstPathArrival_ps=1110
end_kind=flop
crit_path_max_fanout=10
start_kind=primary input

[routing]
drtIter0Drc=11
vias=296
ant_nets=0
wl_per_cell_microns=7.24
antenna_cells=0
drtPass1Iterations=4
viasPerCell=2.96
drt_wl_total_microns=724
drc=0

[placed_design]
io_buffer_count=11
place.gp.congestion=0.657
dp_hpwl_microns=618
pre_cts_ws_ps=-380

[power_and_ir_drop]
p_clk_share_pct=35.5
p_per_area_nw_per_um2=1200
seq_power_share_pct=44.5
power_leakage_nw=0.262
total_power_w=0.000706
switching_share_pct=23.4
p_sw_w=0.000165
ir_drop_uv=249
p_int_w=0.000541
pwr-share-comb_pct=20.0

[status]
status=completed

[clock_network]
cts_num_sinks=7
htree_levels=1
numCtsBuffers=3
cts_tree=yes
post_cts_buffers=0
clock_path_buffers=2
root_buffer=clkbuf_4
cts.reportedPaths.clkPinSlew_ps=50

[worst_hold_path]
hold_path.class=primary input to flop

[run]
tool_warnings=30
maxCapViolations=0

## power by group through the flow
stage     clock network, W  logic, W  registers [W]
6_report          0.000251  0.000141       0.000314
5_1_grt           0.000287  0.000157       0.000318
4_1_cts           0.000265  0.000135       0.000310
## per-layer routing
| metal | track usage, % | share of wire [%] |
|---|---|---|
| met1 | 2.47 | 43 |
| met2 | 3.13 | 44 |
| met3 | 1.48 | 11 |
| met4 | 0.880 | 2.1 |
| met5 | 0 | 0 |
## what timing repair did
item,CTS,global route
cloned,0,0
resized,10,13
hold buffers,0,0
endpoints found under the setup margin,13,9
## per-stage QoR
step | instance area (sq um) | TNS [ps] | instances
after CTS | 566 | 0 | 100
after global routing | 587 | 0 | 100
after floorplan | 359 | 0 | 35
final | 587 | 0 | 100
after detailed placement | 549 | -2290 | 96
after global placement | 549 | -2280 | 96
## cells in the final DEF, fill, tap and decap left out, drive strengths merged, types with 2 or more instances in the layout
cell type	netlist	routed
clkdlybuf4s15	0	7
o22ai	5	5
dfxtp	7	7
ha	6	6
clkbuf	0	3
a21oi	2	2
inv	5	5
dlygate4sd2	0	2
buf	2	6
nor2	2	2
clkdlybuf4s50	0	2
## cell usage after synthesis
library cell / number
o21a_1: 1
o22ai_1: 5
a21oi_1: 2
nor2_1: 2
a21o_2: 1
ha_1: 6
dfxtp_1: 7
inv_2: 1
nand2b_4: 1
buf_6: 2
inv_1: 4
mux2i_1: 1
o21ai_0: 1
xnor2_1: 1
## worst paths after layout
| path | start | endpoint | cells after the start |
|---|---|---|---|
| hold / removal | i_Binary_Num[1] | r_Hex_Encoding[4] | 4 |
| setup / recovery | i_Binary_Num[3] | r_Hex_Encoding[1] | 4 |
## layout make-up
type	count	area (sq um)	area share, %
Timing Repair Buffer	17	156	26.7
Sequential cell	7	145	24.7
Tap cell	46	57.6	9.81
Multi-Input combinational cell	21	181	30.9
Clock inverter	1	5.00	0.853
Clock buffer	3	22.5	3.84
Inverter	5	18.8	3.20
## logic make-up after synthesis
group / count (synthesis)
compound gates: 10
buf+inv: 7
flops: 7
fa+ha+maj: 6
simple gates: 3
xor+xnor: 1
mux: 1
Power and IR drop assume default switching activity.
