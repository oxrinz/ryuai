[flow/design.v]
module UART_RX (
    input i_Clock,
    input i_UART_RX,
    output o_RX_DV,
    output [7:0] o_RX_Byte
);
  parameter CLKS_PER_BIT = 217;
  parameter IDLE = 3'b000;
  parameter RX_START_BIT = 3'b001;
  parameter RX_DATA_BITS = 3'b010;
  parameter RX_STOP_BIT = 3'b011;
  parameter CLEANUP = 3'b100;
  reg [7:0] r_Clock_Count = 0;
  reg [2:0] r_Bit_Index = 0;
  reg [7:0] r_RX_Byte = 0;
  reg       r_RX_DV = 0;
  reg [2:0] r_SM_Main = 0;
  always @(posedge i_Clock) begin
    case (r_SM_Main)
      IDLE: begin
        r_RX_DV       <= 1'b0;
        r_Clock_Count <= 0;
        r_Bit_Index   <= 0;
        if (i_UART_RX == 1'b0) r_SM_Main <= RX_START_BIT;
        else r_SM_Main <= IDLE;
      end
      RX_START_BIT: begin
        if (r_Clock_Count == (CLKS_PER_BIT - 1) / 2) begin
          if (i_UART_RX == 1'b0) begin
            r_Clock_Count <= 0;
            r_SM_Main     <= RX_DATA_BITS;
          end else r_SM_Main <= IDLE;
        end else begin
          r_Clock_Count <= r_Clock_Count + 1;
          r_SM_Main     <= RX_START_BIT;
        end
      end
      RX_DATA_BITS: begin
        if (r_Clock_Count < CLKS_PER_BIT - 1) begin
          r_Clock_Count <= r_Clock_Count + 1;
          r_SM_Main     <= RX_DATA_BITS;
        end else begin
          r_Clock_Count          <= 0;
          r_RX_Byte[r_Bit_Index] <= i_UART_RX;
          if (r_Bit_Index < 7) begin
            r_Bit_Index <= r_Bit_Index + 1;
            r_SM_Main   <= RX_DATA_BITS;
          end else begin
            r_Bit_Index <= 0;
            r_SM_Main   <= RX_STOP_BIT;
          end
        end
      end
      RX_STOP_BIT: begin
        if (r_Clock_Count < CLKS_PER_BIT - 1) begin
          r_Clock_Count <= r_Clock_Count + 1;
          r_SM_Main     <= RX_STOP_BIT;
        end else begin
          r_RX_DV       <= 1'b1;
          r_Clock_Count <= 0;
          r_SM_Main     <= CLEANUP;
        end
      end
      CLEANUP: begin
        r_SM_Main <= IDLE;
        r_RX_DV   <= 1'b0;
      end
      default: r_SM_Main <= IDLE;
    endcase
  end
  assign o_RX_DV   = r_RX_DV;
  assign o_RX_Byte = r_RX_Byte;
endmodule
module bin_to_seg (
    input        i_Clk,
    input  [3:0] i_Binary_Num,
    output       o_Segment_A,
    output       o_Segment_B,
    output       o_Segment_C,
    output       o_Segment_D,
    output       o_Segment_E,
    output       o_Segment_F,
    output       o_Segment_G
);
  reg [6:0] r_Hex_Encoding = 7'h00;
  always @(posedge i_Clk) begin
    case (i_Binary_Num)
      4'b0000: r_Hex_Encoding <= 7'b1111110;
      4'b0001: r_Hex_Encoding <= 7'b0110000;
      4'b0010: r_Hex_Encoding <= 7'b1101101;
      4'b0011: r_Hex_Encoding <= 7'b1111001;
      4'b0100: r_Hex_Encoding <= 7'b0110011;
      4'b0101: r_Hex_Encoding <= 7'b1011011;
      4'b0110: r_Hex_Encoding <= 7'b1011111;
      4'b0111: r_Hex_Encoding <= 7'b1110000;
      4'b1000: r_Hex_Encoding <= 7'b1111111;
      4'b1001: r_Hex_Encoding <= 7'b1111011;
      default: r_Hex_Encoding <= 7'b0000000; 
    endcase
  end
  assign o_Segment_A = r_Hex_Encoding[6];
  assign o_Segment_B = r_Hex_Encoding[5];
  assign o_Segment_C = r_Hex_Encoding[4];
  assign o_Segment_D = r_Hex_Encoding[3];
  assign o_Segment_E = r_Hex_Encoding[2];
  assign o_Segment_F = r_Hex_Encoding[1];
  assign o_Segment_G = r_Hex_Encoding[0];
endmodule
module DECODE (
    input i_Clk,
    input [7:0] instruction,
    input w_RX_DV,
    output reg o_LED_1
);
  reg w_RX_DV_prev;
  always @(posedge i_Clk) begin
    w_RX_DV_prev <= w_RX_DV;
    if (w_RX_DV && !w_RX_DV_prev) begin
      if (instruction == 8'b10101010) begin
        o_LED_1 <= 1'b1;
      end else begin
        o_LED_1 <= 1'b0;
      end
    end
  end
endmodule
module top (
    input i_Clk,
    input i_UART_RX,
    output o_UART_TX,
    output o_Segment1_A,
    output o_Segment1_B,
    output o_Segment1_C,
    output o_Segment1_D,
    output o_Segment1_E,
    output o_Segment1_F,
    output o_Segment1_G,
    output o_Segment2_A,
    output o_Segment2_B,
    output o_Segment2_C,
    output o_Segment2_D,
    output o_Segment2_E,
    output o_Segment2_F,
    output o_Segment2_G,
    output o_LED_1
);
    wire w_RX_DV;
    wire [7:0] w_RX_Byte;
    wire w_TX_Active, w_TX_Serial;
    wire w_TX_Done;
    UART_RX UART_RX_Inst (
        .i_Clock(i_Clk),
        .i_UART_RX(i_UART_RX),
        .o_RX_DV(w_RX_DV),
        .o_RX_Byte(w_RX_Byte)
    );
    UART_TX UART_TX_Inst (
        .i_Clock(i_Clk),
        .i_Rst_L(1'b1),
        .i_TX_DV(w_RX_DV),
        .i_TX_Byte(w_RX_Byte),
        .o_TX_Active(w_TX_Active),
        .o_TX_Serial(w_TX_Serial),
        .o_TX_Done(w_TX_Done)
    );
    assign o_UART_TX = w_TX_Active ? w_TX_Serial : 1'b1;
    DECODE decode (
        .i_Clk(i_Clk),
        .w_RX_DV(w_RX_DV),
        .instruction(w_RX_Byte),
        .o_LED_1(o_LED_1)
    );
    wire w_Segment1_A, w_Segment2_A;
    wire w_Segment1_B, w_Segment2_B;
    wire w_Segment1_C, w_Segment2_C;
    wire w_Segment1_D, w_Segment2_D;
    wire w_Segment1_E, w_Segment2_E;
    wire w_Segment1_F, w_Segment2_F;
    wire w_Segment1_G, w_Segment2_G;
    bin_to_seg SevenSeg1_Inst (
        .i_Clk(i_Clk),
        .i_Binary_Num(w_RX_Byte[7:4]),
        .o_Segment_A(w_Segment1_A),
        .o_Segment_B(w_Segment1_B),
        .o_Segment_C(w_Segment1_C),
        .o_Segment_D(w_Segment1_D),
        .o_Segment_E(w_Segment1_E),
        .o_Segment_F(w_Segment1_F),
        .o_Segment_G(w_Segment1_G)
    );
    assign o_Segment1_A = ~w_Segment1_A;
    assign o_Segment1_B = ~w_Segment1_B;
    assign o_Segment1_C = ~w_Segment1_C;
    assign o_Segment1_D = ~w_Segment1_D;
    assign o_Segment1_E = ~w_Segment1_E;
    assign o_Segment1_F = ~w_Segment1_F;
    assign o_Segment1_G = ~w_Segment1_G;
    bin_to_seg SevenSeg2_Inst (
        .i_Clk(i_Clk),
        .i_Binary_Num(w_RX_Byte[3:0]),
        .o_Segment_A(w_Segment2_A),
        .o_Segment_B(w_Segment2_B),
        .o_Segment_C(w_Segment2_C),
        .o_Segment_D(w_Segment2_D),
        .o_Segment_E(w_Segment2_E),
        .o_Segment_F(w_Segment2_F),
        .o_Segment_G(w_Segment2_G)
    );
    assign o_Segment2_A = ~w_Segment2_A;
    assign o_Segment2_B = ~w_Segment2_B;
    assign o_Segment2_C = ~w_Segment2_C;
    assign o_Segment2_D = ~w_Segment2_D;
    assign o_Segment2_E = ~w_Segment2_E;
    assign o_Segment2_F = ~w_Segment2_F;
    assign o_Segment2_G = ~w_Segment2_G;
endmodule
module UART_TX (
    input            i_Rst_L,
    input            i_Clock,
    input            i_TX_DV,
    input      [7:0] i_TX_Byte,
    output reg       o_TX_Active,
    output reg       o_TX_Serial,
    output reg       o_TX_Done
);
  localparam IDLE = 2'b00;
  localparam TX_START_BIT = 2'b01;
  localparam TX_DATA_BITS = 2'b10;
  localparam TX_STOP_BIT = 2'b11;
  localparam CLKS_PER_BIT = 217;
  reg [2:0] r_SM_Main;
  reg [$clog2(CLKS_PER_BIT):0] r_Clock_Count;
  reg [2:0] r_Bit_Index;
  reg [7:0] r_TX_Data;
  always @(posedge i_Clock or negedge i_Rst_L) begin
    if (~i_Rst_L) begin
      r_SM_Main <= 3'b000;
    end else begin
      o_TX_Done <= 1'b0;
      case (r_SM_Main)
        IDLE: begin
          o_TX_Serial   <= 1'b1;
          r_Clock_Count <= 0;
          r_Bit_Index   <= 0;
          if (i_TX_DV == 1'b1) begin
            o_TX_Active <= 1'b1;
            r_TX_Data   <= i_TX_Byte;
            r_SM_Main   <= TX_START_BIT;
          end else r_SM_Main <= IDLE;
        end
        TX_START_BIT: begin
          o_TX_Serial <= 1'b0;
          if (r_Clock_Count < CLKS_PER_BIT - 1) begin
            r_Clock_Count <= r_Clock_Count + 1;
            r_SM_Main     <= TX_START_BIT;
          end else begin
            r_Clock_Count <= 0;
            r_SM_Main     <= TX_DATA_BITS;
          end
        end
        TX_DATA_BITS: begin
          o_TX_Serial <= r_TX_Data[r_Bit_Index];
          if (r_Clock_Count < CLKS_PER_BIT - 1) begin
            r_Clock_Count <= r_Clock_Count + 1;
            r_SM_Main     <= TX_DATA_BITS;
          end else begin
            r_Clock_Count <= 0;
            if (r_Bit_Index < 7) begin
              r_Bit_Index <= r_Bit_Index + 1;
              r_SM_Main   <= TX_DATA_BITS;
            end else begin
              r_Bit_Index <= 0;
              r_SM_Main   <= TX_STOP_BIT;
            end
          end
        end
        TX_STOP_BIT: begin
          o_TX_Serial <= 1'b1;
          if (r_Clock_Count < CLKS_PER_BIT - 1) begin
            r_Clock_Count <= r_Clock_Count + 1;
            r_SM_Main     <= TX_STOP_BIT;
          end else begin
            o_TX_Done     <= 1'b1;
            r_Clock_Count <= 0;
            r_SM_Main     <= IDLE;
            o_TX_Active   <= 1'b0;
          end
        end
        default: r_SM_Main <= IDLE;
      endcase
    end
  end
endmodule
[flow/run.sh]
#!/bin/bash
# OpenROAD 26Q1-2900-gdf79404cd8, Yosys 0.63+post, stock flow scripts
make -C /OpenROAD-flow-scripts/flow DESIGN_CONFIG=/design/flow/config.mk WORK_HOME=/design/flow/orfs finish
[flow/constraint.sdc]
current_design top

set clk_period 2.0
set clk_io_pct 0.2

create_clock -name clk0 -period $clk_period [get_ports {i_Clk}]

set non_clock_inputs [all_inputs -no_clocks]
set_input_delay [expr $clk_period * $clk_io_pct] -clock clk0 $non_clock_inputs
set_output_delay [expr $clk_period * $clk_io_pct] -clock clk0 [all_outputs]
[flow/config.mk]
export PLATFORM = sky130hd
export DESIGN_NAME = top
export DESIGN_NICKNAME = top
export VERILOG_FILES = /design/flow/design.v
export SDC_FILE = /design/flow/constraint.sdc
export NUM_CORES = 4
export LEC_CHECK = 1
export CORE_UTILIZATION = 50
==> metrics.csv <==
metric,value,unit
status,completed,
dpl ws,0.144,ns
syn avg cell area,10.7,sq um
Cells after Synth,302,
Setup TNS,0,ns
Synth Warn #,4,
Ant. Diodes,0,
switch share,0.316,
Yosys top cell by area,edfxtp_1,
fin worst setup slack,0.164,ns
IO Port Bufs,17,
R2R depth,6,
Tool Warnings,45,
Core Area,6060,sq um
RSZ-0062 raised after global routing,no,
grt total ovfl,0,
Dominant flop cell,edfxtp_1,
hold_buf cts,0,
"Req. time, crit path",1.96,ns
Total GRT Usage,0.170,
r2r setup slk,0.16,ns
CTS sink count,63,
reg2reg end,UART_RX_Inst.r_Clock_Count[7],
hold_sp,UART_RX_Inst.r_RX_DV,
critical path class,flop to flop,
Mapped Area,3220,sq um
worst min path class,flop to flop,
FF-to-FF Start,UART_RX_Inst.r_Clock_Count[0],
# Post-CTS Setup Buffers,0,
Worst Tran Pin Value,0.648,ns
gp weighted congestion,0.891,
post-synth cell types,49,
Late-Pin Clk Latency,0.33,ns
crit end category,flop,
Combinational Power Share,0.271,
Num CTS Buffers,9,
Fin. Hold Viols,0,
CTS root buf,clkbuf_8,
P_leak,1.52,nW
Final Max-Slew Violation Tally,0,
"Max FO, Critical Path",8,
Yosys top cell by instances,edfxtp_1,
Flop pwr share,0.498,
Rows,28,
total number of vias,2070,
flip-flops with a built-in enable,43,
Worst Clk Skew,0.0104,ns
DRT iter0 DRCs,92,
Antenna Nets Post-Route,0,
TritonCTS clock tree,done,
Max Freq,545,MHz
clock group share of total power,0.231,
"Reg clk slew, reported paths",0.06,ns
area reported by Yosys stat,3220,sq um
die area,6760,sq um
die span in y,82.2,microns
Synth top area share,0.401,
initial antenna violation count,0,
Internal,2.90,mW
Post-synth seq share,0.526,
yosys cell count,302,
Post-synth regs,63,
global-route wire length before repair,8.30,mm
First-pass DRT Iterations,4,
post-DP HPWL,3.47,mm
Via density,5.09,
share of layout cells above drive strength 1,0.0843,
drt total wl,4.98,mm
fin crit share,0.918,
synth cell count leaders,"edfxtp_1, inv_1, nor2_1",
Psw,1.34,mW
Fillers,489,
"FFs w/ async S/R, synth",0,
crit path capture,UART_RX_Inst.r_Clock_Count[7],
Post-route DRC,0,
Area Growth Syn to Fin,13.8,%
post-layout min period,1.84,ns
# IOs,18,
Critical Path Start,UART_RX_Inst.r_Clock_Count[0],
H-tree depth,3,
type of origin of the critical path,flop,
Cell Pwr Density,1160,nW/um^2
CTS resizes,0,
fp_density,0.531,
Die W,82.2,microns
Bufs on Longest Clock Path,2,
Max Cap Violations,0,
WL per Instance,12.2,microns
Rel. slew slack,0.566,
Synth area leaders,"edfxtp_1, dfxtp_1, ha_1",
vias in the first global route,1906,
final tally of setup violations,0,
largest net degree at the start of global routing,13,
Crit path arrival time,1.79,ns
VDD IR max,0.731,mV
cell usage in the layout (no fill, tap or decap), types with 2 or more instances in the layout:
master / netlist / layout
or3_1: 2 / 2
nand3_1: 14 / 14
clkdlybuf4s50_1: 0 / 17
clkbuf_8: 0 / 12
and3_1: 2 / 2
o22ai_1: 5 / 5
mux2i_1: 3 / 3
mux2_2: 3 / 3
xor2_1: 6 / 6
nand2_1: 18 / 18
nor2_1: 29 / 29
inv_1: 37 / 37
buf_4: 1 / 5
a211o_1: 2 / 2
ha_1: 27 / 27
and4_1: 2 / 2
o211ai_1: 2 / 2
a21o_1: 3 / 3
a21oi_1: 11 / 11
clkbuf_1: 4 / 4
nand2b_1: 9 / 9
a31oi_1: 3 / 3
nor3_1: 2 / 2
nor2b_1: 5 / 5
edfxtp_1: 43 / 43
dfxtp_1: 20 / 20
o21ai_0: 17 / 17
nor3b_1: 3 / 3
xnor2_1: 6 / 6
metrics by stage:
| step | cells | total power, mW | hold slack (ns) | utilization | area (sq um) |
|---|---|---|---|---|---|
| after floorplan | 302 | 3.00 | 0.362 | - | 3220 |
| after global placement | 391 | 3.28 | 0.395 | 0.574 | 3480 |
| after detailed placement | 391 | 3.28 | 0.399 | 0.574 | 3480 |
| after CTS | 407 | 4.28 | 0.418 | 0.604 | 3660 |
| after global routing | 407 | 4.54 | 0.440 | 0.604 | 3660 |
| final | 407 | 4.24 | 0.420 | 0.604 | 3660 |
how the worst min path moves through the flow:
stage	to	cells past startpoint
after CTS	decode.w_RX_DV_prev	0
after global routing	decode.w_RX_DV_prev	0
final	decode.w_RX_DV_prev	0
per-layer routing:
layer  vias up  GRT usage  wire (microns)  part of all wire
met1       952      0.254            2450              0.49
met3         7     0.0468             200             0.040
li1       1081          -               -                 -
met5         -          0               0                 0
met2        30      0.269            2270              0.45
met4         0     0.0211              70             0.014
area by class of cell:
cell class | instances | area, sq um | area share
clock buffers | 16 | 180 | 0.0492
inverters | 37 | 139 | 0.0379
multi-input cells | 194 | 1350 | 0.368
flip-flops and latches | 63 | 1690 | 0.462
well taps | 75 | 93.8 | 0.0256
repair buffers | 22 | 208 | 0.0567
worst max-delay path, stage by stage, from the launching register on:
cell and delay [ns]:
edfxtp_1 0.39, inv_1 0.06, ha_1 0.18, nor3b_1 0.14, nand3_1 0.13, nor3b_1 0.07, nor2_1 0.50
flip-flops by register name, indices dropped and copies added (netlist names):
signal and cells:
decode.o_LED_1 1, UART_RX_Inst.r_RX_Byte 8, decode.w_RX_DV_prev 1, UART_TX_Inst.o_TX_Serial 1
UART_TX_Inst.r_Bit_Index 3, UART_TX_Inst.r_SM_Main 2, UART_TX_Inst.r_Clock_Count 9, SevenSeg1_Inst.r_Hex_Encoding 7
UART_TX_Inst.r_TX_Data 8, SevenSeg2_Inst.r_Hex_Encoding 7, UART_TX_Inst.o_TX_Active 1, UART_RX_Inst.r_SM_Main 3
UART_RX_Inst.r_Clock_Count 8, UART_RX_Inst.r_RX_DV 1, UART_RX_Inst.r_Bit_Index 3
power groups by stage:
| stage | registers [mW] | logic [mW] | clock network, mW |
|---|---|---|---|
| CTS | 2.11 | 1.16 | 1.01 |
| finish | 2.11 | 1.15 | 0.978 |
| global route | 2.16 | 1.31 | 1.08 |
logic make-up (layout without fill, tap and decap cells):
kind of cell | Yosys count | after routing | synth area share
XOR/XNOR | 13 | 13 | 0.0377
flip-flops | 63 | 63 | 0.526
adder cells (fa/ha/maj) | 27 | 27 | 0.105
multiplexers | 8 | 8 | 0.0315
buffers and inverters | 45 | 75 | 0.0548
other | 1 | 1 | 0.00117
AND-OR/OR-AND | 51 | 51 | 0.0984
AND/OR/NAND/NOR | 94 | 94 | 0.145
Power figures rest on the tool's default switching activity, not on a simulated workload.
